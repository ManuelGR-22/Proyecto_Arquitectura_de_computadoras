**flow/run.sh**
```bash
#!/bin/bash
# OpenROAD 26Q1-2900-gdf79404cd8, Yosys 0.63+post, stock flow scripts
make -C /OpenROAD-flow-scripts/flow DESIGN_CONFIG=/design/flow/config.mk WORK_HOME=/design/flow/orfs finish
```
**flow/config.mk**
```make
export PLATFORM = sky130hd
export DESIGN_NAME = ALU
export DESIGN_NICKNAME = ALU
export VERILOG_FILES = /design/flow/design.v
export SDC_FILE = /design/flow/constraint.sdc
export NUM_CORES = 4
export LEC_CHECK = 1
export CORE_UTILIZATION = 30
```
**flow/constraint.sdc**
```tcl
current_design ALU

set clk_period 262.9
set clk_io_pct 0.2

create_clock -name clk0 -period $clk_period

set non_clock_inputs [all_inputs -no_clocks]
set_input_delay [expr $clk_period * $clk_io_pct] -clock clk0 $non_clock_inputs
set_output_delay [expr $clk_period * $clk_io_pct] -clock clk0 [all_outputs]
```
**flow/design.v**
```verilog
`timescale 1ns/1ns
module ALU(	
	input [31:0] X,
	input [31:0] Y,
	input [2:0] SEL,
	output reg [31:0] R,
	output reg Z_flag
);
always@* begin
	case(SEL)
		3'd0: R = X + Y;  
		3'd1: R = X - Y;  
		3'd2: R = X & Y;  
		3'd3: R = X | Y;  
		3'd4: R = X < Y;  
		3'd5: R = X * Y;  
		3'd6: R = X / Y;  
		3'd7: R = X << 0;  
		default: R <= 32'bx;
	endcase
	Z_flag <=(R) ? 0:1;
end
endmodule
```
==> impl_metrics.toml <==
# synthesis and place-and-route metrics
[status]
status = "complete, no violations"

[critical_path]
critPathKind = "in -> out"
cp.required_ns = 210.32
worstSetupStartpointType = "input port"
max_stage_delay_ns = 1.18
timing.critical_path.mode_cell = "ha_1"
crit_fanout = 40
slowest_stage = "nor4_1"
startpoint = "Y[14]"
worstPathArrival_ns = 138.32
endpoint_kind = "output pin"

[final_layout]
final_area_mm2 = 0.0540
clkbuf_count = 0
fillCellCount = 17600
seq_cell_count = 0
drive_gt1_share_pct = 5.66
lay_top_cells = "nand2_1 (895), ha_1 (750), inv_1 (680), nor2_1 (661), a21oi_1 (512)"
area_growth_pct = 8.51
layout_top_cell = "nand2_1"
register_area_um2 = 0

[detailed_routing]
drt_iter0_drc = 4806
firstDrtPassIters = 8
ant_nets = 0
avgViaCountPerCell = 5.81
wl_um = 239000
drcViolationCount = 0
vias = 53500
wl_per_cell_um = 26.0

[grt]
grt_pass1_wl_um = 347000
antenna_found_initial = 18
grt_overflow = 0
grt_pass1_vias = 51200
grt_max_degree = 59
grt_usage_pct = 28.6

[synthesis]
ys_cells = 6985
synthCells = 6985
yosysWarningCount = 1
top_area_share_pct = 18.9
synth_area_mm2 = 0.0498
top_cells_by_area = "ha_1 (19%), fa_1 (16%), nand2_1 (6.7%)"
netlist-cell-type-count = 94
yosysTopAreaCell = "ha_1"
ys_seq_share_pct = 0
syn_area_per_cell_um2 = 7.13
synth-area-yosys_mm2 = 0.0498

[floorplan]
rows = 149
die_h_um = 409
ios = 100
initCoreUtil_pct = 30.2
dieArea_mm2 = 0.168
core_region_area_mm2 = 0.165
die-width_um = 409

[pwr]
switching_share_pct = 62.2
p_switching_uw = 433
p_int_uw = 263
p_leak_uw = 0.0253
ir_drop_v = 0.0000486
p_per_area_mw_per_mm2 = 12.9

[final_timing]
min_period_ns = 190.90
relSlewSlack_pct = 6.92
worstMarginPinSlew_ns = 1.38
hold_viol_final = 0
period_used_pct = 72.6
setup_tns_ns = 0
rsz0062_at_grt = "false"
fmax_mhz = 5.24
setup_violations = 0
report.final.slew_viol_count = 0

[hold_path]
min_path_type = "in -> out"
worstHoldEndpoint = "R[2]"
min_path_cells = 7
min_from = "SEL[2]"

[placement]
gp_congestion = 1.06
hpwl_um = 191000
portBuffers = 100
postPlaceCellArea_mm2 = 0.0540

[cts]
postCtsSetupRepairBufs = 0
cts_hold_buf = 0
cts-resized-gates = 0

[run]
maxCapViolCount = 0
tool_warnings = 100
[cell usage after synthesis, types with 25 or more instances]
library cell,n
inv_1,691
o211ai_1,65
and2_1,45
o221ai_1,25
a221oi_1,27
nor2_1,665
nor4_1,38
clkbuf_1,240
nand4_1,69
a21o_1,173
a31oi_1,93
nor2b_1,57
ha_1,750
o21bai_1,43
mux2_2,58
a211oi_1,62
and3_1,59
or3_1,59
a211o_1,34
o22ai_1,29
or2_2,41
o31ai_1,50
o21a_1,138
nand3_1,136
a21boi_0,33
nor3_1,161
o21ai_0,335
xor2_1,170
xnor2_1,280
nand2_1,895
mux2i_1,27
nand2b_1,56
fa_1,410
buf_1,42
a21oi_1,513
[how the worst max path moves through the flow]
stage | cells after the start | to | slack [ns]
6_report | 298 | Z_flag | 72.00
5_1_grt | 300 | Z_flag | 66.62
4_1_cts | 299 | Z_flag | 74.14
[cell type report]
class,instances,area [um2],share of cell area [%]
Antenna cell,12,30.0,0.0556
Inverter,701,2630,4.87
Multi-Input combinational cell,5992,46100,85.3
Tap cell,2189,2740,5.07
Timing Repair Buffer,306,2520,4.67
[through the flow]
step                util [%]  worst slack [ns]  hold WS, ns  std cells  total power [uW]
CTS                     32.8             74.14       106.54       9188               675
global placement        32.8             75.86       106.55       9188               670
floorplan                  -             88.37       105.43       6985               447
finish                  32.8             72.00       106.57       9200               696
global route            32.8             66.62       106.59       9194               758
detailed placement      32.8             74.46       106.52       9188               669
[logic make-up after synthesis]
family	after synthesis	synth area share, %
multiplexers	89	2.04
AND-OR/OR-AND	1915	25.5
AND/OR/NAND/NOR	2378	21.7
adder cells (fa/ha/maj)	1160	35.3
buffers and inverters	993	7.54
XOR/XNOR	450	7.92
[worst max-delay path: cells and delay by family]
kind | cells | cell delay, ns
buffers and inverters | 27 | 5.82
multiplexers | 3 | 1.16
AND-OR/OR-AND | 161 | 49.20
AND/OR/NAND/NOR | 75 | 19.51
adder cells (fa/ha/maj) | 31 | 9.63
XOR/XNOR | 1 | 0.12
[routing by layer]
| layer | global-route usage (%) | wire, um | vias up | part of all wire (%) |
|---|---|---|---|---|
| met1 | 39.6 | 101000 | 25600 | 42 |
| met3 | 9.45 | 27200 | 496 | 11 |
| met5 | 1.47 | 479 | - | 0.20 |
| li1 | - | - | 24700 | - |
| met2 | 42.0 | 100000 | 2634 | 42 |
| met4 | 9.33 | 9970 | 26 | 4.2 |
Power is estimated from default activity; no workload was simulated.
